--- ./config.mk ---
export PLATFORM = sky130hd
export DESIGN_NAME = pixels
export DESIGN_NICKNAME = pixels
export VERILOG_FILES = /design/flow/design.v
export SDC_FILE = /design/flow/constraint.sdc
export NUM_CORES = 4
export LEC_CHECK = 1
export CORE_UTILIZATION = 30
--- ./run.sh ---
#!/bin/bash
# OpenROAD 26Q1-2900-gdf79404cd8, Yosys 0.63+post, stock flow scripts
make -C /OpenROAD-flow-scripts/flow DESIGN_CONFIG=/design/flow/config.mk WORK_HOME=/design/flow/orfs finish
--- ./design.v ---
`timescale 1ns / 1ps
module pixels(
    input clk,  
    input reset,    
    input[1:0] up,
    input[1:0] down,
    input video_on,
    input [9:0] xpos,
    input [9:0] ypos,
    output reg [11:0] rgb
    );
    parameter X_MAX = 639;
    parameter Y_MAX = 479;
    wire refresh_tick;
    assign refresh_tick = ((ypos == 481) && (xpos == 0)) ? 1 : 0; 
    parameter X_PAD_L = 600;
    parameter X_PAD_R = 603;   
    parameter X_PAD2_L = 32;    
    parameter X_PAD2_R = 35;    
    wire [9:0] y_pad_t, y_pad_b, y_pad2_t, y_pad2_b;
    parameter PAD_HEIGHT = 72;  
    reg [9:0] y_pad_reg, y_pad_next, y_pad2_reg, y_pad2_next;
    parameter PAD_VELOCITY = 3;     
    parameter BALL_SIZE = 8;
    wire [9:0] x_ball_l, x_ball_r;
    wire [9:0] y_ball_t, y_ball_b;
    reg [9:0] y_ball_reg, x_ball_reg;
    wire [9:0] y_ball_next, x_ball_next;
    reg [9:0] x_delta_reg, x_delta_next;
    reg [9:0] y_delta_reg, y_delta_next;
    parameter BALL_VELOCITY_POS = 1;
    parameter BALL_VELOCITY_NEG = -1;
    wire [2:0] rom_addr, rom_col;   
    reg [7:0] rom_data;             
    wire rom_bit;                   
    always @(posedge clk or posedge reset)
        if(reset) begin
            y_pad_reg <= 0;
            y_pad2_reg <= 0;
            x_ball_reg <= 0;
            y_ball_reg <= 0;
            x_delta_reg <= 10'h002;
            y_delta_reg <= 10'h002;
        end
        else begin
            y_pad_reg <= y_pad_next;
            y_pad2_reg <= y_pad2_next;
            x_ball_reg <= x_ball_next;
            y_ball_reg <= y_ball_next;
            x_delta_reg <= x_delta_next;
            y_delta_reg <= y_delta_next;
        end
    always @*
        case(rom_addr)
            3'b000 :    rom_data = 8'b00111100;   
            3'b001 :    rom_data = 8'b01111110; 
            3'b010 :    rom_data = 8'b11111111; 
            3'b011 :    rom_data = 8'b11111111; 
            3'b100 :    rom_data = 8'b11111111; 
            3'b101 :    rom_data = 8'b11111111; 
            3'b110 :    rom_data = 8'b01111110; 
            3'b111 :    rom_data = 8'b00111100; 
        endcase
    wire pad2_on, pad_on, sq_ball_on, ball_on;
    wire [11:0] pad2_rgb, pad_rgb, ball_rgb, bg_rgb;
    assign pad_rgb = 12'hAAA;      
    assign pad2_rgb = 12'hAAA;      
    assign ball_rgb = 12'hFFF;      
    assign bg_rgb = 12'hBAF;       
    assign y_pad_t = y_pad_reg;                             
    assign y_pad_b = y_pad_t + PAD_HEIGHT - 1;              
    assign pad_on = (X_PAD_L <= xpos) && (xpos <= X_PAD_R) &&     
                    (y_pad_t <= ypos) && (ypos <= y_pad_b);
    assign y_pad2_t = y_pad2_reg;                             
    assign y_pad2_b = y_pad2_t + PAD_HEIGHT - 1;              
    assign pad2_on = (X_PAD2_L <= xpos) && (xpos <= X_PAD2_R) &&     
                    (y_pad2_t <= ypos) && (ypos <= y_pad2_b);
    always @* begin
        y_pad_next = y_pad_reg;     
        y_pad2_next = y_pad2_reg;    
        if(refresh_tick)
        begin
            if(up[0] & (y_pad_t > PAD_VELOCITY))
                y_pad_next = y_pad_reg - PAD_VELOCITY;  
            else if(down[0] & (y_pad_b < (Y_MAX - PAD_VELOCITY)))
                y_pad_next = y_pad_reg + PAD_VELOCITY; 
            if(up[1] & (y_pad2_t > PAD_VELOCITY))
                y_pad2_next = y_pad2_reg - PAD_VELOCITY;  
            else if(down[1] & (y_pad2_b < (Y_MAX - PAD_VELOCITY)))
                y_pad2_next = y_pad2_reg + PAD_VELOCITY;  
         end
    end
    assign x_ball_l = x_ball_reg;
    assign y_ball_t = y_ball_reg;
    assign x_ball_r = x_ball_l + BALL_SIZE - 1;
    assign y_ball_b = y_ball_t + BALL_SIZE - 1;
    assign sq_ball_on = (x_ball_l <= xpos) && (xpos <= x_ball_r) &&
                        (y_ball_t <= ypos) && (ypos <= y_ball_b);
    assign rom_addr = ypos[2:0] - y_ball_t[2:0];  
    assign rom_col = xpos[2:0] - x_ball_l[2:0];   
    assign rom_bit = rom_data[rom_col];         
    assign ball_on = sq_ball_on & rom_bit;     
    assign x_ball_next = (refresh_tick) ? x_ball_reg + x_delta_reg : x_ball_reg;
    assign y_ball_next = (refresh_tick) ? y_ball_reg + y_delta_reg : y_ball_reg;
    always @* begin
        x_delta_next = x_delta_reg;
        y_delta_next = y_delta_reg;
        if(y_ball_t < 1)                                            
            y_delta_next = BALL_VELOCITY_POS;                       
        else if(y_ball_b > Y_MAX)                                   
            y_delta_next = BALL_VELOCITY_NEG;                       
        else if((X_PAD_L <= x_ball_r) && (x_ball_r <= X_PAD_R) &&
                (y_pad_t <= y_ball_b) && (y_ball_t <= y_pad_b))     
            x_delta_next = BALL_VELOCITY_NEG;                       
        else if((X_PAD2_L <= x_ball_r) && (x_ball_r <= X_PAD2_R) &&
                (y_pad2_t <= y_ball_b) && (y_ball_t <= y_pad2_b))   
            x_delta_next = BALL_VELOCITY_POS;                       
    end                    
    always @*
        if(~video_on)
            rgb = 12'h000;      
        else
            if(pad2_on)
                rgb = pad2_rgb;     
            else if(pad_on)
                rgb = pad_rgb;      
            else if(ball_on)
                rgb = ball_rgb;     
            else
                rgb = bg_rgb;       
endmodule
--- ./constraint.sdc ---
current_design pixels

set clk_period 3.9
set clk_io_pct 0.2

create_clock -name clk0 -period $clk_period [get_ports {clk}]

set non_clock_inputs [all_inputs -no_clocks]
set_input_delay [expr $clk_period * $clk_io_pct] -clock clk0 $non_clock_inputs
set_output_delay [expr $clk_period * $clk_io_pct] -clock clk0 [all_outputs]
==> metrics.cfg <==
[power]
combPwrFrac=0.293
power_frac_seq=0.364
p_clk_frac=0.343
peakVddDrop_uv=136
p_per_area_mw_per_mm2=139
p_sw_frac=0.309
p_int_w=0.000916
leakage_nw=4.35
p_switching_w=0.000410

[synth]
top_area_frac=0.256
ys_area_mm2=0.00684
top_cell=ha_1
synth-async-reset-ratio=1.00
muxShareOfSynthArea=0.00293
area_leaders=ha_1 26%, dfrtp_1 16%, xnor2_1 4.7%
simple_gate_area_frac=0.206
synthAoiAreaFrac=0.207
flop_cell=dfrtp_1
yosys_warnings=1
netlist_area_mm2=0.00684
yosys.area_share.adder=0.268
top_cells_by_count=140 x ha_1, 63 x o21ai_0, 61 x nand2_1
edf_count=0
netlist_logic_family_top=adder cells
avgSynthCellArea_um2=8.17
ys.flops=46
yosysCellCount=837
synth_area_leader_cell=ha_1
ys_types=75
synthXorXnorAreaFrac=0.0918
syn_inst=837
yosysSeqAreaShare=0.169

[global_routing]
grt_pass1_wl_mm=35.5
grt_max_degree=28
antenna_found_initial=0
grt_overflow_total=0
grt_pass1_vias=6603
grtUsageTotal=0.195

[routing]
wire_per_inst_um=16.6
wirelength_mm=22.0
vias=6973
ant_nets=0
drtIter0Drc=449
post-route-drc-count=0
firstDrtPassIters=4
diodes=0
vias_per_cell=5.24

[die]
die_w_um=153
fp-utilization=0.310
die_y_um=153
core.rowCount=54
core-area_mm2=0.0221
die_area_mm2=0.0234
ios=39

[worst_setup_path]
worstPathRequired_ns=3.12
cp-start-kind=flop
crit_arrival_ns=3.21
worstSetupPathType=reg -> out
cp-end-kind=primary output
crit_fanout=3
reg2reg_depth=27
r2r_slack_ns=0.12

[clock_tree]
numCtsBuffers=5
cts_sinks=46
htree_levels=2
clock_latency_ns=0.30
path_clk_slew_ns=0.07
cts_hold_buf=0
cts_tree=yes
clock-root-buffer=clkbuf_16
cts.path.max_buffers=2

[final_timing]
finalSetupTns_ns=-0.277
fmax_ghz=0.250
fin_crit_ns=3.99
worst_pin_slew_ns=0.550
slew_headroom=0.629
final-hold-violation-count=0
setup_viol=5
clock_skew_ns=0.00819
fin_crit_sh=1.02
final_max_slew_viol_count=0
rsz0062_at_grt=true
hold_slack_ns=0.485
setup_slack_ns=-0.0922

[flow_run]
maxCapViolCount=0
warnings=37

[worst_hold_path]
worstHoldPathCells=1
hold_class=reg -> reg

[place]
place_congestion=0.972
port_buffers=38
dp_hpwl_mm=17.6
dp.cells=1284

[run_status]
outcome=finished with violations
failed_checks=negative setup slack

[cells_and_area]
drive_gt1_frac=0.288
layoutNonFillerInstCount=1330
combGateArea_mm2=0.00575
area_delta_synth_final_pct=39.1
regArea_mm2=0.00115
n_fill_cell=2063

==> worst max-delay path, stage by stage (launching register included) <==
cell	delay (ns)
dfrtp_1	0.41
nor4_1	0.37
nor3_1	0.12
xnor2_1	0.15
buf_4	0.15
ha_1	0.31
nand2_1	0.06
o21ai_1	0.21
nor3_1	0.10
a21oi_2	0.19
a21oi_2	0.06
a31o_2	0.24
buf_6	0.12
a2111oi_4	0.17
buf_4	0.17
buf_2	0.08
==> through the flow <==
stage	setup WS [ns]	power [W]	util	cell area, µm²
2_1_floorplan	0.0614	0.000671	-	6850
3_3_place_gp	-0.831	0.000837	0.391	8630
3_5_place_dp	-0.780	0.000840	0.391	8630
4_1_cts	-0.0797	0.00132	0.426	9410
5_1_grt	-0.205	0.00140	0.431	9510
6_report	-0.0922	0.00133	0.431	9510
==> per-layer routing <==
layer / global-route usage / up-vias / wire length, µm / share of wire
met1: 0.301 / 3236 / 10800 / 0.49
met4: 0.0308 / 0 / 432 / 0.020
met3: 0.0329 / 34 / 1260 / 0.057
met5: 0 / - / 0 / 0
li1: - / 3521 / - / -
met2: 0.292 / 182 / 9520 / 0.43
==> area by class of cell <==
cell class              instances  area share
clock buffers                   5      0.0132
clock inverters                 3     0.00263
inverters                      53      0.0213
multi-input cells             702       0.605
flip-flops and latches         46       0.121
well taps                     280      0.0368
repair buffers                241       0.200
==> logic make-up after synthesis <==
kind of cell,count (synthesis)
flip-flops,46
AND/OR/NAND/NOR,272
adder cells (fa/ha/maj),144
AND-OR/OR-AND,217
XOR/XNOR,67
multiplexers,2
buffers and inverters,89
==> worst paths after layout <==
kind	end	startpoint
hold reg to reg	x_delta_reg[0]$_DFFE_PP0P_	x_delta_reg[0]$_DFFE_PP0P_
setup reg to reg	y_pad_reg[5]$_DFFE_PP0P_	y_pad_reg[1]$_DFFE_PP0P_
max in group asynchronous	y_pad2_reg[2]$_DFFE_PP0P_	reset
min in group asynchronous	y_ball_reg[1]$_DFFE_PP0P_	reset
hold / removal	x_delta_reg[0]$_DFFE_PP0P_	x_delta_reg[0]$_DFFE_PP0P_
setup / recovery	rgb[10]	y_pad2_reg[0]$_DFFE_PP0P_
==> power groups by stage <==
stage	clock network, W	registers (W)	logic [W]
finish	0.000454	0.000483	0.000389
global route	0.000486	0.000483	0.000430
CTS	0.000465	0.000483	0.000372
==> cell usage in the layout (no fill, tap or decap), types with 8 or more instances in the layout <==
master	count
a211oi_1	8
a21o_1	14
a21oi_1	42
a31oi_1	12
buf_4	196
clkdlybuf4s50_1	27
dfrtp_1	43
ha_1	130
ha_4	8
inv_1	40
inv_2	11
nand2_1	60
nand2b_1	8
nand3_1	25
nand4_1	15
nor2_1	47
nor2b_1	13
nor3_1	26
nor4_1	10
o21ai_0	57
o21ai_1	8
xnor2_1	33
xor2_1	22
==> timing repair <==
item / CTS / global route
gates resized: 98 / 21
pin swaps: 43 / 28
endpoints found under the hold margin: 0 / 0
gates cloned: 0 / 0
setup buffers: 41 / 2
endpoints found under the setup margin: 6 / 10
Power figures rest on the tool's default switching activity, not on a simulated workload.
