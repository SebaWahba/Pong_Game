==> flow/design.v <==
`timescale 1ns / 1ps
module A_1000Hz(input clk_100MHz, output o_1000Hz);
    reg r_1000Hz;
    reg [16:0] r_counter = 0;
    always @(posedge clk_100MHz)
        if(r_counter == 17'd50_000) begin
            r_counter <= 0;
            r_1000Hz <= ~r_1000Hz;   
        end else
            r_counter <= r_counter + 1;
    assign o_1000Hz = r_1000Hz;
endmodule
`timescale 1ns / 1ps
module A_2000Hz(input clk_100MHz, output o_2000Hz);
    reg r_2000Hz;
    reg [16:0] r_counter = 0;
    always @(posedge clk_100MHz)
        if(r_counter == 17'd25_000) begin
            r_counter <= 0;
            r_2000Hz <= ~r_2000Hz;   
        end else
            r_counter <= r_counter + 1;
    assign o_2000Hz = r_2000Hz;
endmodule
`timescale 1ns / 1ps
module A_440Hz(input clk_100MHz, output o_440Hz    );
    reg r_440Hz;
    reg [16:0] r_counter = 0;
    always @(posedge clk_100MHz)
        if(r_counter == 17'd113_636) begin
            r_counter <= 0;
            r_440Hz <= ~r_440Hz;
            end
        else
            r_counter <= r_counter + 1;
    assign o_440Hz = r_440Hz;
endmodule
`timescale 1ns / 1ps
module A_500Hz(input clk_100MHz, output o_500Hz);
    reg r_500Hz;
    reg [16:0] r_counter = 0;
    always @(posedge clk_100MHz)
        if(r_counter == 17'd100_000) begin
            r_counter <= 0;
            r_500Hz <= ~r_500Hz;   
        end else
            r_counter <= r_counter + 1;
    assign o_500Hz = r_500Hz;
endmodule
`timescale 1ns / 1ps
module sound_top(input clk_100MHz, play, output speaker);
    reg x, y, z;
    always @(posedge clk_100MHz) begin
        x <= play;
        y <= x;
        z <= y;
    end
    assign w_play = z;
    wire A_440Hz_signal;
    wire A_500Hz_signal;
    wire A_1000Hz_signal;
    wire A_2000Hz_signal;
    A_440Hz t_a (.clk_100MHz(clk_100MHz), .o_440Hz(A_440Hz_signal));
    A_500Hz t_b (.clk_100MHz(clk_100MHz), .o_500Hz(A_500Hz_signal));
    A_1000Hz t_c (.clk_100MHz(clk_100MHz), .o_1000Hz(A_1000Hz_signal));
    A_2000Hz t_d (.clk_100MHz(clk_100MHz), .o_2000Hz(A_2000Hz_signal));
    parameter CLK_FREQ = 100_000_000;                    
    parameter integer D_500ms = 0.50000000 * CLK_FREQ;   
    parameter integer D_break = 0.10000000 * CLK_FREQ;   
    reg [25:0] count = 26'b0;
    reg counter_clear = 1'b0;
    reg flag_500ms = 1'b0;
    reg flag_break = 1'b0;
    reg [2:0] state;
    always @(posedge clk_100MHz) begin
        if(counter_clear) begin
            count <= 26'b0;
            counter_clear <= 1'b0;
            flag_500ms <= 1'b0;
        end
        if(!counter_clear) begin
            count <= count + 1;
            if(count == D_break) begin
                flag_break <= 1'b1;
            end
            if(count == D_500ms) begin
                flag_500ms <= 1'b1;
            end
        end
        case(state)
            3'b000 : begin   
                counter_clear <= 1'b1;
                if(w_play) begin
                    state <= 3'b001;   
                end    
            end
            3'b001 : begin   
                if(flag_500ms) begin
                    counter_clear <= 1'b1;
                    state <= 3'b010;
                end
            end
            3'b010 : begin   
                if(flag_500ms) begin
                    counter_clear <= 1'b1;
                    state <= 3'b011;
                end
            end
            3'b011 : begin   
                if(flag_500ms) begin
                    counter_clear <= 1'b1;
                    state <= 3'b100;
                end
            end
            3'b100 : begin   
                if(flag_500ms) begin
                    counter_clear <= 1'b1;
                    state <= 3'b000;   
                end
            end
        endcase
    end
    assign speaker = (w_play) ? 
                     (state == 3'b001 ? A_500Hz_signal :
                      state == 3'b010 ? A_1000Hz_signal :
                      state == 3'b011 ? A_2000Hz_signal :
                      state == 3'b100 ? A_440Hz_signal : 1'b0) : 1'b0;
endmodule
==> flow/run.sh <==
#!/bin/bash
# OpenROAD 26Q1-2900-gdf79404cd8, Yosys 0.63+post, stock flow scripts
make -C /OpenROAD-flow-scripts/flow DESIGN_CONFIG=/design/flow/config.mk WORK_HOME=/design/flow/orfs finish
==> flow/config.mk <==
export PLATFORM = sky130hd
export DESIGN_NAME = sound_top
export DESIGN_NICKNAME = sound_top
export VERILOG_FILES = /design/flow/design.v
export SDC_FILE = /design/flow/constraint.sdc
export NUM_CORES = 4
export LEC_CHECK = 1
export CORE_UTILIZATION = 50
==> flow/constraint.sdc <==
current_design sound_top

set clk_period 4.0
set clk_io_pct 0.2

create_clock -name clk0 -period $clk_period [get_ports {clk_100MHz}]

set non_clock_inputs [all_inputs -no_clocks]
set_input_delay [expr $clk_period * $clk_io_pct] -clock clk0 $non_clock_inputs
set_output_delay [expr $clk_period * $clk_io_pct] -clock clk0 [all_outputs]
==> results.json <==
{
  "whs_ns": 0.339,
  "dp_hpwl_microns": 5010,
  "drive_gt1_share_pct": 5.75,
  "fin_crit_sh_pct": 62.4,
  "worst_pin_slew_ns": 0.690,
  "area_leaders": "dfxtp_1 44%, xnor2_1 8.4%, nor2_1 5.5%",
  "finalClockSkew_ns": 0.0103,
  "cts_tree": "built",
  "yosysSeqAreaShare_pct": 48.5,
  "cts.repair.resized": 0,
  "grt_pass1_vias": 2975,
  "rsz0062_at_grt": "no",
  "tns_ns": 0,
  "synth_cell_types": 47,
  "cts.sinks": 108,
  "warnings": 30,
  "grt_pass1_wl_microns": 13100,
  "die_area_sq_um": 9600,
  "dpl.cell_count": 596,
  "grt_max_degree": 31,
  "clock_tree.buffer_depth": 2,
  "top_cells_by_count": "101 x dfxtp_1, 68 x nor2_1, 44 x xnor2_1, 32 x nand3_1, 31 x nand2_1",
  "p_leak_nw": 1.72,
  "criticalPathCategory": "reg2out",
  "syn_avg_cell_area_sq_um": 9.42,
  "worstPathRequired_ns": 3.20,
  "hold_violations": 0,
  "drv_cap": 0,
  "dr.pass1.iters": 5,
  "cpPeakStageDelay_ns": 0.51,
  "routabilityCongestion": 0.784,
  "placed_area_sq_um": 4750,
  "dieWidth_microns": 98.0,
  "antenna_found_initial": 0,
  "path_clk_slew_ns": 0.09,
  "synth_flops": 108,
  "stdcell_area_sq_um": 4940,
  "yosysTopAreaCell": "dfxtp_1",
  "flop_cell": "dfxtp_1",
  "critPathSlowestCell": "clkdlybuf4s50_1",
  "postCtsHoldBufs": 0,
  "post_cts_buffers": 0,
  "postRouteAntennaNets": 0,
  "drt-initial-drc-count": 110,
  "cp_cell_sequence": "a21oi_1 > o21ai_0 > a21boi_0 > clkdlybuf4s50_1",
  "io_pins": 3,
  "area_growth_pct": 7.36,
  "top_cell_area_share_pct": 43.9,
  "critPathMaxFanout": 4,
  "grt_remaining_overflow": 0,
  "drv_slew": 0,
  "port_buffers": 2,
  "slew-limit-headroom_pct": 53.8,
  "synth_area_sq_um": 4600,
  "end_kind": "output pin",
  "hold_class": "reg2reg",
  "numCtsBuffers": 9,
  "fp.coreArea_sq_um": 8810,
  "edf_count": 7,
  "p_per_area_nw_per_um2": 384,
  "yosys_cells": 489,
  "htreeDepth": 3,
  "crit_arrival_ns": 1.70,
  "outcome": "finished, final reports clean",
  "yosys_warnings": 8,
  "via_per_inst": 5.28,
  "die_h_microns": 98.0,
  "ys_area_sq_um": 4600,
  "antenna_cells": 0,
  "setup_viol": 0,
  "top_cell": "dfxtp_1",
  "num_rows": 34,
  "cp-start-kind": "flip-flop",
  "root_buffer": "clkbuf_8",
  "initCoreUtil_pct": 52.3,
  "ir_worst_vdd_v": 0.000212,
  "async_flop_share_pct": 0,
  "crit_buf_inv": 1,
  "netlist_instances": 489,
  "worst_path_dominant_cell_family": "buffers and inverters",
  "fin_cells": 612,
  "wirelength_microns": 7260,
  "period_minus_slack_ns": 2.50,
  "grt.total_usage_pct": 16.7,
  "wire_per_inst_microns": 11.9,
  "fmax_ghz": 0.401,
  "clk_latency_ns": 0.36,
  "vias": 3232,
  "drc": 0
}
[metrics by stage]
stage,worst slack (ns),power [mW],utilization (%)
global route,1.30,1.99,56.1
floorplan,2.19,1.25,-
detailed placement,1.88,1.27,53.9
CTS,1.48,1.93,56.1
global placement,1.91,1.27,53.9
finish,1.50,1.90,56.1
[cell families (layout without fill, tap and decap cells)]
kind of cell / count (synthesis) / count (layout) / share of synthesized area [%]
AND-OR/OR-AND: 24 / 24 / 2.93
buffers and inverters: 32 / 47 / 2.93
adder cells (fa/ha/maj): 10 / 10 / 2.72
XOR/XNOR: 71 / 71 / 13.5
multiplexers: 5 / 5 / 1.17
flip-flops: 108 / 108 / 48.5
AND/OR/NAND/NOR: 239 / 239 / 28.3
[final cells by class]
type,instances,area [sq um]
flip-flops and latches,108,2230
well taps,108,135
clock buffers,13,149
multi-input cells,349,2240
inverters,25,93.8
fillers,769,3860
clock inverters,3,46.3
repair buffers,6,50.0
[state kept, by name, indices dropped and copies added, names as in the netlist, 2 cells and up, named ones only]
signal         cells
count             26
t_a.r_counter     17
t_b.r_counter     17
t_c.r_counter     17
t_d.r_counter     17
state              2
[cells in the final DEF, fill, tap and decap left out, types with 2 or more instances in the layout]
master and count:
nand4_1 27, dfxtp_1 101, nor3_1 12, clkbuf_1 3
xnor2_1 44, or3_1 4, a21oi_1 10, mux2i_1 2
ha_1 10, nor2_1 68, nor2b_1 8, nand2b_1 2
nor4_2 2, xor2_1 27, or4_1 5, and4_1 7
and3_1 7, mux2_2 3, edfxtp_1 7, nand4b_1 4
inv_1 25, nand2_1 31, clkbuf_8 10, o31ai_1 3
buf_4 4, o21ai_0 7, nand3_1 32, nor4_1 15
clkdlybuf4s50_1 2
[power breakdown]
group	leakage (nW)	internal (mW)	switching, mW
Clock	0.0938	0.309	0.340
Sequential	0.894	1.12	0.0532
Combinational	0.732	0.0392	0.0358
Total	1.72	1.47	0.429
[per-layer routing]
layer  routed length, microns  vias up  GRT usage, %
met3                      263        5          3.71
met5                        0        -             0
met2                     3130       40          26.1
li1                         -     1725             -
met4                       76        0          1.52
met1                     3790     1462          26.1
[path summary, 6_finish.rpt]
path                    startpoint            to  slack [ns]  depth (start not counted)
hold / removal                   y             z        0.34                          0
setup / recovery         flip-flop       speaker        1.50                          4
setup reg to reg  t_d.r_counter[0]  t_d.r_2000Hz        2.01                          4
hold reg to reg                  y             z        0.34                          0
Power figures rest on the tool's default switching activity, not on a simulated workload.
