==> flow/design.v <==
`timescale 1ns / 1ps
module timer(input clk, reset, timer_start, timer_tick, output timer_up);
    reg [6:0] timer_reg, timer_next;
    always @(posedge clk or posedge reset)
        if(reset)
            timer_reg <= 7'b1111111;
        else
            timer_reg <= timer_next;
    always @*
        if(timer_start)
            timer_next = 7'b1111111;
        else if((timer_tick) && (timer_reg != 0))
            timer_next = timer_reg - 1;
        else
            timer_next = timer_reg;
    assign timer_up = (timer_reg == 0);
endmodule
==> flow/run.sh <==
#!/bin/bash
# OpenROAD 26Q1-2900-gdf79404cd8, Yosys 0.63+post, stock flow scripts
make -C /OpenROAD-flow-scripts/flow DESIGN_CONFIG=/design/flow/config.mk WORK_HOME=/design/flow/orfs finish
==> flow/config.mk <==
export PLATFORM = sky130hd
export DESIGN_NAME = timer
export DESIGN_NICKNAME = timer
export VERILOG_FILES = /design/flow/design.v
export SDC_FILE = /design/flow/constraint.sdc
export NUM_CORES = 4
export LEC_CHECK = 1
export CORE_AREA = 10 10 70 70
export DIE_AREA = 0 0 80 80
==> flow/constraint.sdc <==
current_design timer

set clk_period 3.1
set clk_io_pct 0.2

create_clock -name clk0 -period $clk_period [get_ports {clk}]

set non_clock_inputs [all_inputs -no_clocks]
set_input_delay [expr $clk_period * $clk_io_pct] -clock clk0 $non_clock_inputs
set_output_delay [expr $clk_period * $clk_io_pct] -clock clk0 [all_outputs]
==> flow_metrics.tcl <==
# yosys + openroad results
set metrics [dict create \
    cts_buffers 3 \
    ant_nets 0 \
    finalSetupViolCount 0 \
    yosys.area.top_type_share_pct 47.4 \
    drive_above_1_share_pct 26.7 \
    dr.pass1.iters 3 \
    clk_pin_slew_ns 0.05 \
    placed_area_um2 482 \
    drv_cap 0 \
    status "completed" \
    htreeDepth 1 \
    cts_tree "done" \
    vdd_drop_max_v 0.000270 \
    postSynthAreaPerCell_um2 10.2 \
    io_buffers 4 \
    clock_path_buffers 2 \
    warnings 25 \
    yosysWarnings 1 \
    row_count 21 \
    cp.depth 3 \
    end_kind "output pin" \
    critical_path.top_delay_family "simple AND/OR/NAND/NOR gates" \
    grt_overflow 0 \
    drc 0 \
    final_area_um2 508 \
    min_period_ns 2.51 \
    die_y_um 80 \
    hold_path_class "reg -> reg" \
    tightest_slew_ns 0.535 \
    chipArea_um2 6400 \
    rr_worst_depth 5 \
    die_w_um 80 \
    yosysChipArea_um2 388 \
    ys_seq_share_pct 47.4 \
    area_leaders "dfstp_2 47%, mux2i_1 5.2%, or3b_1 4.5%, o31ai_1 3.9%, ha_1 3.2%" \
    synthToLayoutAreaGrowth_pct 31.0 \
    powerDensity_nw_per_um2 386 \
    routabilityCongestion 0.799 \
    drt_wl_total_um 736 \
    dp_hpwl_um 562 \
    critPathMaxFanout 5 \
    crit_end "timer_up" \
    slew_violations 0 \
    drt-initial-drc-count 2 \
    reg2reg_from "timer_reg[0]$_DFFE_PP1P_" \
    crit_path_start "timer_reg[3]$_DFFE_PP1P_" \
    grt_first_pass_wirelength_um 1440 \
    ff2ff_setup_slack_ns 1.43 \
    clk_latency_ns 0.25 \
    initCoreUtil_pct 11.4 \
    critical_path.cell_chain "nor4_1, and2_2, clkdlybuf4s50_1" \
    grt_usage_pct 2.70 \
    critical_path_class "reg -> out" \
    ys_ff 7 \
    avgRoutedWirePerCell_um 8.09 \
    mostFrequentLayoutCells "7 x dfstp_2, 4 x clkdlybuf4s50_1, 3 x inv_1, 3 x nor2_1, 3 x clkbuf_4" \
    crit_required_ns 2.48 \
    diodes 0 \
    synth_area_um2 388 \
    synthDistinctLibCells 22 \
    lay_top_count "dfstp_2" \
    io_pins 5 \
    power.total_mw 0.196 \
    relSlewSlack_pct 64.0 \
    holdBufCountCts 0 \
    p_leak_nw 0.177 \
    tns_ns 0 \
    largest_reg_flops 7 \
    root_buffer "clkbuf_4" \
    cts_resized 0 \
    cts.sinks 7 \
    grt_pass1_vias 315 \
    rsz0062_at_grt "no" \
    num_vias 294 \
    antenna_found_initial 0 \
    syn_inst 38 \
    cp-start-kind "register" \
    slowest_delay_ns 0.51 \
    grt_start_max_net_pins 10 \
    routed_via_density 3.23 \
    finalClockPeriodUsage_pct 80.9 \
    slowest_stage "nor4_1" \
    largest_area_cell "dfstp_2" \
    r2r_end "timer_reg[0]$_DFFE_PP1P_" \
    core-area_um2 3420 \
    critical_path_arrival_ns 1.89 \
    timing.fmax_ghz 0.399 \
    skew_ns 0.00599 \
    hold_viol 0 \
    cts_setup_buffers 0 \
    yosysCellCount 38 \
    path_buffers 1 \
]
## logic make-up after synthesis
| logic type | count (synthesis) | share of synthesized area, % |
|---|---|---|
| AND/OR/NAND/NOR | 15 | 25.2 |
| AND-OR/OR-AND | 9 | 15.2 |
| flip-flops | 7 | 47.4 |
| buffers and inverters | 4 | 3.87 |
| multiplexers | 2 | 5.16 |
| adder cells (fa/ha/maj) | 1 | 3.23 |
## worst min-delay path by stage
stage / from / depth (start not counted) / slack, ns / to
4_1_cts: timer_reg[6]$_DFFE_PP1P_ / 1 / 0.51 / timer_reg[6]$_DFFE_PP1P_
5_1_grt: timer_reg[6]$_DFFE_PP1P_ / 1 / 0.53 / timer_reg[6]$_DFFE_PP1P_
6_report: timer_reg[6]$_DFFE_PP1P_ / 1 / 0.51 / timer_reg[6]$_DFFE_PP1P_
## metrics by stage
step / utilization, % / worst slack (ns) / cells / hold WS, ns
global route: 14.9 / 0.451 / 91 / 0.531
finish: 14.9 / 0.591 / 91 / 0.507
global placement: 14.1 / 0.855 / 87 / 0.501
CTS: 14.9 / 0.592 / 91 / 0.510
detailed placement: 14.1 / 0.865 / 87 / 0.503
floorplan: - / 1.38 / 38 / 0.491
## metal layers
layer	routed length [um]	GRT usage, %	vias up
met5	0	0	-
met4	0	0.176	0
met3	47	1.36	0
met2	316	3.85	5
met1	372	3.71	137
li1	-	-	152
## worst register-to-register path, delay by kind of cell (launching register included)
| kind | cells | cell delay [ns] |
|---|---|---|
| muxes | 1 | 0.23 |
| adders and majority gates | 1 | 0.24 |
| AOI/OAI and AO/OA | 1 | 0.35 |
| DFF | 1 | 0.53 |
| buffers and inverters | 1 | 0.05 |
| and+or+nand+nor | 1 | 0.18 |
## layout make-up
| type | count | area (um2) |
|---|---|---|
| sequential | 7 | 184 |
| inverter | 3 | 11.3 |
| tap | 46 | 57.6 |
| timing repair buffer | 4 | 40.0 |
| fill | 393 | 2910 |
| multi-input combinational | 27 | 189 |
| clock buffer | 4 | 26.3 |
## power by group
part / switching [mW] / leakage [nW] / internal (mW)
Clock: 0.0314 / 0.0150 / 0.0490
Combinational: 0.00880 / 0.0885 / 0.00859
Sequential: 0.00204 / 0.0737 / 0.0965
Total: 0.0423 / 0.177 / 0.154
## synthesized netlist by cell type
cell type and count:
nor4_1 1, a2111oi_0 1, or4bb_2 1, nor2_1 3, or3b_1 2, a21o_1 1, or4_1 1, dfstp_2 7
mux2i_1 2, inv_1 3, a21boi_0 1, and2_2 1, nand3_1 1, or3_1 1, nand2_1 1, nor2b_1 2
ha_1 1, nand3b_1 1, o31ai_1 2, a21oi_1 2, o21ai_0 2, buf_1 1
Power and IR drop assume default switching activity.
